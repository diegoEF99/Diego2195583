<file path="flow/design.v">
module src(
    input  wire [7:0] ui_in,     
    output wire [7:0] uo_out,    
    input  wire [7:0] uio_in,    
    output wire [7:0] uio_out,   
    output wire [7:0] uio_oe,    
    input  wire       ena,       
    input  wire       clk,       
    input  wire       rst_n      
    );
    wire [2:0] bits ;
    reg [7:0] cnt;
    wire [7:0] duty;
    reg pwm_q,ppm_q;
    reg [2:0] bits_pre;
    wire pwm_d,ppm_d;
    assign duty = ui_in [7:0];
    assign bits = uio_in[2:0];
    assign uio_oe = 8'b11111000;
    assign uio_out[7:0] = 8'b00000000;
    assign uo_out[7:1] = 7'b0000000;
    always @(posedge clk) begin
      if(rst_n) begin
        bits_pre <= bits;
        if(bits_pre != bits) begin
            cnt <= 8'd0;
            pwm_q <= 1'b0;
        end
        else begin
            pwm_q <= pwm_d;
            if((cnt >= (2**bits)))
                cnt <= 0;
            else begin     
                cnt <= cnt + 1;
            end
        end
        bits_pre <= bits;
      end else begin
         pwm_q <= 1'b0;
         cnt <= 0;
         bits_pre <= bits;
      end
    end
    assign pwm_d = (cnt < duty);
    assign uo_out[0] = pwm_q;
endmodule
</file>
<file path="flow/run.sh">
#!/bin/bash
# OpenROAD 26Q1-2900-gdf79404cd8, Yosys 0.63+post, stock flow scripts
make -C /OpenROAD-flow-scripts/flow DESIGN_CONFIG=/design/flow/config.mk WORK_HOME=/design/flow/orfs finish
</file>
<file path="flow/config.mk">
export PLATFORM = sky130hd
export DESIGN_NAME = src
export DESIGN_NICKNAME = src
export VERILOG_FILES = /design/flow/design.v
export SDC_FILE = /design/flow/constraint.sdc
export NUM_CORES = 4
export LEC_CHECK = 1
export CORE_AREA = 10 10 75 75
export DIE_AREA = 0 0 85 85
</file>
<file path="flow/constraint.sdc">
current_design src

set clk_period 2.0
set clk_io_pct 0.2

create_clock -name clk0 -period $clk_period [get_ports {clk}]

set non_clock_inputs [all_inputs -no_clocks]
set_input_delay [expr $clk_period * $clk_io_pct] -clock clk0 $non_clock_inputs
set_output_delay [expr $clk_period * $clk_io_pct] -clock clk0 [all_outputs]
</file>
==> run_results.csv <==
group,metric,value,unit
run_status,outcome,"completed",
yosys,yosys_cells,123,
sta,slew_headroom,62.9,%
sta,finalCriticalPeriod,1910,ps
detailed_routing,drt-total-wl,2160,um
sta,tightest_slew,557,ps
pwr,p_leak,0.576,nW
yosys,aoi_share,7.26,%
cells_and_area,drive_gt1_share,18.7,%
yosys,yosysChipArea,1070,sq um
global_routing,grt_pass1_vias,783,
floorplan,boundaryPins,43,
yosys,yosys-mux-area-fraction,0,%
yosys,yosysWarnings,1,
clock_network,holdBufCountCts,0,
cells_and_area,lay_top_count,"conb_1",
critical_path,critPathMaxFanout,9,
global_routing,grt_usage,5.30,%
clock_network,cts_max_level,1,
yosys,yosys-top-cells-area,"dfxtp_1 22%, ha_1 19%, buf_4 17%, xnor2_1 5.7%, buf_6 4.2%",
clock_network,clk_root_buffer_cell,"clkbuf_8",
floorplan,dieWidth,85,um
detailed_routing,wl_per_cell,11.4,um
cells_and_area,syn2layout_area_growth,25.9,%
floorplan,core.rowCount,23,
placed_design,pre_cts_slack,-463,ps
detailed_routing,drc,0,
cells_and_area,postLayoutCoreUtil,33.1,%
placed_design,io_buffers,13,
sta,layout_setup_ws,90.4,ps
sta,setup_viol,0,
yosys,xor_share,7.38,%
sta,max_freq,524,MHz
yosys,synth.logic.top_family,"buffers and inverters",
yosys,syn_area,1070,sq um
clock_network,clockBufferDepth,2,
pwr,irDropWorstVdd,264,uV
detailed_routing,vias,772,
detailed_routing,antennaDiodeCount,0,
yosys,yosysTopAreaCell,"dfxtp_1",
detailed_routing,vias_per_cell,4.08,
sta,skew,2.07,ps
clock_network,post_cts_buffers,0,
global_routing,grt_max_degree,10,
yosys,synth_cells,123,
flow_run,openroad.warnings,32,
placed_design,gp_congestion,0.770,
yosys,synth-seq-area-share,22.5,%
sta,rsz0062_at_grt,"no",
global_routing,grt_pass1_wl,3370,um
sta,drv_slew,0,
floorplan,fp_util,26.3,%
pwr,powerDensity,455,nW/um^2
clock_network,cts_inserted_buffers,3,
cells_and_area,layout_top_cells,"23 x conb_1, 14 x ha_1, 12 x dfxtp_1",
detailed_routing,ant_nets,0,
flow_run,cap_violations,0,
critical_path,critPathArrivalTime,2010,ps
detailed_routing,drt_iter0_markers,27,
clock_network,cts_tree,"yes",
detailed_routing,dr.pass1.iters,3,
yosys,yosysUniqueCellTypes,26,
sta,finalHoldViolations,0,
critical_path,crit_required,2100,ps
floorplan,dieArea,7230,sq um
clock_network,clk_pin_slew,50,ps
yosys,avgSynthCellArea,8.69,sq um
cells_and_area,fillCellCount,412,
sta,min_period_over_period,95.5,%
clock_network,clk_latency,230,ps
yosys,simple_gate_area_share,19.6,%
yosys,top_area_share,22.5,%
clock_network,clock_sinks,12,
critical_path,worstSetupPathType,"in2reg",
floorplan,die_h,85,um
placed_design,dpl.hpwl,1680,um
global_routing,antenna_found_initial,0,
yosys,adder_share,18.7,%
critical_path,startpoint_type,"input port",
hold_path,hold_path_class,"in2reg",
global_routing,overflow,0,
critical_path,critPathCaptureType,"register",
yosys,ys_ff,12,
floorplan,coreArea,4060,sq um
==> logic make-up (layout without fill, tap and decap cells) <==
logic type | after synthesis | after routing
AOI/OAI and AO/OA | 11 | 11
DFF | 12 | 12
other | 2 | 23
xor gates and xnor gates | 9 | 9
and+or+nand+nor | 37 | 37
adders and majority gates | 16 | 16
buffers and inverters | 36 | 31
==> metal layers <==
| metal | up-vias | global-route usage, % | routed length (um) |
|---|---|---|---|
| li1 | 409 | - | - |
| met1 | 340 | 7.35 | 1080 |
| met2 | 21 | 7.90 | 940 |
| met3 | 2 | 2.12 | 135 |
| met4 | 0 | 0.299 | 6 |
| met5 | - | 0 | 0 |
==> area by class of cell <==
cell class              instances  area [sq um]  area share (%)
inverters                       8          30.0            2.23
multi-input cells              96           778            57.9
flip-flops and latches         12           240            17.9
well taps                      50          62.6            4.65
repair buffers                 19           179            13.3
clock buffers                   4          55.1            4.09
==> through the flow <==
stage	std cells	hold WS [ps]	cell area (sq um)	power (W)	setup TNS [ps]
floorplan	144	428	1150	0.000339	-5.23
global placement	185	560	1160	0.000345	-3400
detailed placement	185	559	1160	0.000346	-3490
CTS	189	550	1240	0.000606	0
global route	189	580	1350	0.000643	0
finish	189	556	1350	0.000612	0
==> path summary, 6_finish.rpt <==
check,startpoint,to,slack [ps],cells after the start
hold / removal,uio_in[1],bits_pre[1]$_DFF_P_,560,2
setup / recovery,uio_in[1],cnt[6]$_SDFF_PP0_,90,9
setup reg to reg,cnt[0]$_SDFF_PP0_,cnt[6]$_SDFF_PP0_,230,7
hold reg to reg,cnt[0]$_SDFF_PP0_,cnt[0]$_SDFF_PP0_,620,1
==> where the power goes <==
part	switching (W)	leakage [nW]	internal [W]
Clock	0.0000826	0.0288	0.000173
Sequential	0.00000329	0.0979	0.000244
Combinational	0.0000521	0.449	0.0000563
Total	0.000138	0.576	0.000474
==> state kept, by name, summed over array words and instances, names as in the netlist <==
name      flops
pwm_q         1
cnt           8
bits_pre      3
==> what timing repair did <==
| item | CTS | global route |
|---|---|---|
| pin swaps | 4 | 2 |
| resized | 9 | 16 |
| endpoints found under the setup margin | 8 | 8 |
==> worst max-delay path: stages <==
cell	delay [ps]
dlygate4sd2_1	240
buf_6	140
or3b_4	380
ha_4	270
nand4_1	80
nor2_1	100
o31a_1	150
buf_6	180
nor4_2	60
==> cells in the mapped netlist <==
cell,instances
o21ai_0,2
a211oi_1,1
buf_6,4
nor4b_2,1
or3b_2,2
a21oi_1,2
or2_1,1
inv_1,8
dfxtp_1,12
buf_4,24
a211o_2,1
nor3_1,2
ha_1,16
a211o_1,1
nand2b_1,1
nand4_1,3
xnor2_1,7
nor4_1,7
a21o_1,3
nand2_1,4
o31a_1,1
nand3b_1,3
xor2_1,2
nor2_1,9
conb_1,2
nand3_1,4
No activity file was given, so power comes from the tool's default toggle rates.
